===== design/flow/run.sh =====
#!/bin/bash
# OpenROAD 26Q1-2900-gdf79404cd8, Yosys 0.63+post, stock flow scripts
make -C /OpenROAD-flow-scripts/flow DESIGN_CONFIG=/design/flow/config.mk WORK_HOME=/design/flow/orfs finish

===== design/flow/config.mk =====
export PLATFORM = sky130hd
export DESIGN_NAME = top_cv
export DESIGN_NICKNAME = top_cv
export VERILOG_FILES = /design/flow/design.v
export SDC_FILE = /design/flow/constraint.sdc
export NUM_CORES = 4
export LEC_CHECK = 1
export CORE_UTILIZATION = 50

===== design/flow/constraint.sdc =====
current_design top_cv

set clk_period 11.9
set clk_io_pct 0.2

create_clock -name clk0 -period $clk_period [get_ports {clk}]

set non_clock_inputs [all_inputs -no_clocks]
set_input_delay [expr $clk_period * $clk_io_pct] -clock clk0 $non_clock_inputs
set_output_delay [expr $clk_period * $clk_io_pct] -clock clk0 [all_outputs]

===== design/flow/design.v =====
`timescale 1ns/1ps
`default_nettype none
module ber_tester
#(
    parameter integer TB_LEN = 12
)(
    input  wire        clk,
    input  wire        rst,             
    input  wire        ref_valid,
    input  wire        ref_bit,
    input  wire        advance,
    input  wire        dec_valid,
    input  wire        dec_bit,
    input  wire [15:0] total_bits,
    output reg         done,
    output reg  [31:0] bits_compared,
    output reg  [31:0] bit_errors
);
    reg [TB_LEN-1:0] ref_pipe;
    wire             ref_in = ref_valid ? ref_bit : 1'b0;
    reg [15:0] pushes;
    always @(posedge clk) begin
        if (rst) begin
            ref_pipe      <= {TB_LEN{1'b0}};
            pushes        <= 16'd0;
            bits_compared <= 32'd0;
            bit_errors    <= 32'd0;
            done          <= 1'b0;
        end else begin
            if (advance) begin
                ref_pipe <= {ref_pipe[TB_LEN-2:0], ref_in};
                if (pushes != 16'hFFFF)
                    pushes <= pushes + 16'd1;
            end
            if (dec_valid && !done) begin
                if (ref_pipe[TB_LEN-1] ^ dec_bit)
                    bit_errors <= bit_errors + 32'd1;
                bits_compared <= bits_compared + 32'd1;
                if (bits_compared + 32'd1 == {16'd0, total_bits})
                    done <= 1'b1;
            end
        end
    end
endmodule
`default_nettype wire
`timescale 1ns/1ps
`default_nettype none
module convenc #(
  parameter [2:0] G0 = 3'b111,  
  parameter [2:0] G1 = 3'b101   
)(
  input  wire clk,
  input  wire rst_n,
  input  wire in_valid,
  input  wire bit_in,         
  output reg  out_valid,
  output reg  y0,             
  output reg  y1              
);
  reg d1, d0;
  wire [2:0] regvec = {bit_in, d1, d0};  
  wire y0_next = ^(regvec & G0);  
  wire y1_next = ^(regvec & G1);
  always @(posedge clk or negedge rst_n) begin
    if (!rst_n) begin  
      d1 <= 1'b0;
      d0 <= 1'b0;
      y0 <= 1'b0;
      y1 <= 1'b0;
      out_valid <= 1'b0;
    end else begin  
      out_valid <= in_valid;    
      if (in_valid) begin
        y0 <= y0_next;
        y1 <= y1_next;
        d0 <= d1;
        d1 <= bit_in;
      end
    end
  end
endmodule
`timescale 1ns/1ps
`default_nettype none
module top_cv #(
    parameter integer TB_LEN  = 12,    
    parameter integer PAY_LEN = 10     
)(
    input  wire clk,
    input  wire enc_rst_n,       
    input  wire enc_in_valid,
    input  wire enc_bit_in,
    output wire enc_out_valid,
    output wire enc_y0,          
    output wire enc_y1,          
    input  wire       dec_rst,         
    input  wire       dec_sym_valid,
    input  wire [1:0] dec_rx_sym,      
    output wire       dec_bit_valid,
    output wire       dec_bit_out,
    output wire        ber_done,
    output wire [31:0] ber_bits,
    output wire [31:0] ber_errs
);
    convenc u_enc (
        .clk       (clk),
        .rst_n     (enc_rst_n),
        .in_valid  (enc_in_valid),
        .bit_in    (enc_bit_in),
        .out_valid (enc_out_valid),
        .y0        (enc_y0),
        .y1        (enc_y1)
    );
    viterbi_decoder_7_5 #(
        .TB_LEN(TB_LEN)
    ) u_dec (
        .clk       (clk),
        .rst       (dec_rst),
        .sym_valid (dec_sym_valid),
        .rx_sym    (dec_rx_sym),
        .bit_valid (dec_bit_valid),
        .bit_out   (dec_bit_out)
    );
    reg  [31:0] enc_payload_cnt;
    wire        ref_valid = enc_in_valid && (enc_payload_cnt < PAY_LEN);
    wire        ref_bit   = enc_bit_in;
    always @(posedge clk or negedge enc_rst_n) begin
        if (!enc_rst_n) begin
            enc_payload_cnt <= 32'd0;
        end else if (enc_in_valid) begin
            if (enc_payload_cnt < PAY_LEN)
                enc_payload_cnt <= enc_payload_cnt + 32'd1;
        end
    end
    wire [15:0] PAY_LEN_16 = PAY_LEN[15:0];
    ber_tester #(
        .TB_LEN(TB_LEN)
    ) u_ber (
        .clk           (clk),
        .rst           (dec_rst),          
        .ref_valid     (ref_valid),
        .ref_bit       (ref_bit),
        .advance       (dec_sym_valid),    
        .dec_valid     (dec_bit_valid),
        .dec_bit       (dec_bit_out),
        .total_bits    (PAY_LEN_16),
        .done          (ber_done),
        .bits_compared (ber_bits),
        .bit_errors    (ber_errs)
    );
endmodule
`default_nettype wire
`timescale 1ns/1ps
module viterbi_decoder_7_5
#(
    parameter TB_LEN = 32   
)
(
    input              clk,
    input              rst,           
    input              sym_valid,     
    input      [1:0]   rx_sym,        
    output reg         bit_valid,     
    output reg         bit_out        
);
    integer i;
    reg [15:0] pm_cur   [0:3];
    reg [TB_LEN-1:0] path_reg_cur [0:3];
    reg [15:0]       pm_calc   [0:3];
    reg [TB_LEN-1:0] path_calc [0:3];
    reg [31:0] sym_count;
    function [1:0] hamming2;
        input [1:0] a;
        input [1:0] b;
        reg   [1:0] x;
        begin
            x = a ^ b;
            hamming2 = x[0] + x[1];
        end
    endfunction
    function [1:0] enc_out_7_5;
        input [1:0] s;   
        input       u;
        reg   v1, v0, s1, s0;
        begin
            s1 = s[1];
            s0 = s[0];
            v1 = u ^ s0 ^ s1;
            v0 = u ^ s1;
            enc_out_7_5 = {v1, v0};
        end
    endfunction
    function [15:0] sat_add16;
        input [15:0] a;
        input [15:0] b;
        reg   [16:0] sum;
        begin
            sum = a + b;
            if (sum[16] == 1'b1) sat_add16 = 16'hFFFF;
            else                 sat_add16 = sum[15:0];
        end
    endfunction
    function [1:0] argmin4;
        input [15:0] m0, m1, m2, m3;
        reg   [15:0] best;
        reg   [1:0]  idx;
        begin
            best = m0; idx = 2'd0;
            if (m1 < best) begin best = m1; idx = 2'd1; end
            if (m2 < best) begin best = m2; idx = 2'd2; end
            if (m3 < best) begin best = m3; idx = 2'd3; end
            argmin4 = idx;
        end
    endfunction
    always @(posedge clk) begin
        if (rst) begin
            pm_cur[0] <= 16'd0;
            pm_cur[1] <= 16'h3FFF;
            pm_cur[2] <= 16'h3FFF;
            pm_cur[3] <= 16'h3FFF;
            for (i=0;i<4;i=i+1) begin
                path_reg_cur[i] <= {TB_LEN{1'b0}};
                pm_calc[i]      = 16'd0;
                path_calc[i]    = {TB_LEN{1'b0}};
            end
            sym_count <= 32'd0;
            bit_valid <= 1'b0;
            bit_out   <= 1'b0;
        end else begin
            for (i=0;i<4;i=i+1) begin
                pm_cur[i]        <= pm_cur[i];
                path_reg_cur[i]  <= path_reg_cur[i];
            end
            bit_valid <= (sym_count >= TB_LEN) ? 1'b1 : 1'b0;
            bit_out   <= bit_out;
            if (sym_valid) begin
                begin : NEXT_00
                    reg [1:0] q, p0, p1;
                    reg       u;
                    reg [1:0] e0, e1;
                    reg [1:0] d0, d1;
                    reg [15:0] m0, m1;
                    q  = 2'b00; u  = q[0];
                    p0 = {1'b0, q[1]}; p1 = {1'b1, q[1]};
                    e0 = enc_out_7_5(p0, u); e1 = enc_out_7_5(p1, u);
                    d0 = hamming2(rx_sym, e0); d1 = hamming2(rx_sym, e1);
                    m0 = sat_add16(pm_cur[p0], {14'd0, d0});
                    m1 = sat_add16(pm_cur[p1], {14'd0, d1});
                    if (m0 <= m1) begin
                        pm_calc[q]   = m0;
                        path_calc[q] = {path_reg_cur[p0][TB_LEN-2:0], u};
                    end else begin
                        pm_calc[q]   = m1;
                        path_calc[q] = {path_reg_cur[p1][TB_LEN-2:0], u};
                    end
                end
                begin : NEXT_01
                    reg [1:0] q, p0, p1;
                    reg       u;
                    reg [1:0] e0, e1;
                    reg [1:0] d0, d1;
                    reg [15:0] m0, m1;
                    q  = 2'b01; u  = q[0];
                    p0 = {1'b0, q[1]}; p1 = {1'b1, q[1]};
                    e0 = enc_out_7_5(p0, u); e1 = enc_out_7_5(p1, u);
                    d0 = hamming2(rx_sym, e0); d1 = hamming2(rx_sym, e1);
                    m0 = sat_add16(pm_cur[p0], {14'd0, d0});
                    m1 = sat_add16(pm_cur[p1], {14'd0, d1});
                    if (m0 <= m1) begin
                        pm_calc[q]   = m0;
                        path_calc[q] = {path_reg_cur[p0][TB_LEN-2:0], u};
                    end else begin
                        pm_calc[q]   = m1;
                        path_calc[q] = {path_reg_cur[p1][TB_LEN-2:0], u};
                    end
                end
                begin : NEXT_10
                    reg [1:0] q, p0, p1;
                    reg       u;
                    reg [1:0] e0, e1;
                    reg [1:0] d0, d1;
                    reg [15:0] m0, m1;
                    q  = 2'b10; u  = q[0];
                    p0 = {1'b0, q[1]}; p1 = {1'b1, q[1]};
                    e0 = enc_out_7_5(p0, u); e1 = enc_out_7_5(p1, u);
                    d0 = hamming2(rx_sym, e0); d1 = hamming2(rx_sym, e1);
                    m0 = sat_add16(pm_cur[p0], {14'd0, d0});
                    m1 = sat_add16(pm_cur[p1], {14'd0, d1});
                    if (m0 <= m1) begin
                        pm_calc[q]   = m0;
                        path_calc[q] = {path_reg_cur[p0][TB_LEN-2:0], u};
                    end else begin
                        pm_calc[q]   = m1;
                        path_calc[q] = {path_reg_cur[p1][TB_LEN-2:0], u};
                    end
                end
                begin : NEXT_11
                    reg [1:0] q, p0, p1;
                    reg       u;
                    reg [1:0] e0, e1;
                    reg [1:0] d0, d1;
                    reg [15:0] m0, m1;
                    q  = 2'b11; u  = q[0];
                    p0 = {1'b0, q[1]}; p1 = {1'b1, q[1]};
                    e0 = enc_out_7_5(p0, u); e1 = enc_out_7_5(p1, u);
                    d0 = hamming2(rx_sym, e0); d1 = hamming2(rx_sym, e1);
                    m0 = sat_add16(pm_cur[p0], {14'd0, d0});
                    m1 = sat_add16(pm_cur[p1], {14'd0, d1});
                    if (m0 <= m1) begin
                        pm_calc[q]   = m0;
                        path_calc[q] = {path_reg_cur[p0][TB_LEN-2:0], u};
                    end else begin
                        pm_calc[q]   = m1;
                        path_calc[q] = {path_reg_cur[p1][TB_LEN-2:0], u};
                    end
                end
                for (i=0;i<4;i=i+1) begin
                    pm_cur[i]       <= pm_calc[i];
                    path_reg_cur[i] <= path_calc[i];
                end
                sym_count <= sym_count + 32'd1;
                begin : OUTPUT_STAGE
                    reg [1:0] best_idx;
                    best_idx = argmin4(pm_calc[0], pm_calc[1], pm_calc[2], pm_calc[3]);
                    bit_valid <= (sym_count + 32'd1 >= TB_LEN) ? 1'b1 : 1'b0;
                    bit_out   <= path_calc[best_idx][TB_LEN-1];   
                end
            end
        end
    end
endmodule

==> report_table.html <==
<h2>Synthesis and place &amp; route</h2>
<table>
<tr><th>Metric</th><th>Value</th></tr>
<tr><th colspan="2">Worst setup path</th></tr>
<tr><td>Setup slack, reg-to-reg</td><td>2.78 ns</td></tr>
<tr><td>Most common cell type on the critical path</td><td>buf_4</td></tr>
<tr><td>Critical-path cell with the highest stage delay</td><td>clkdlybuf4s50_1</td></tr>
<tr><td>CP arrival</td><td>11.81 ns</td></tr>
<tr><td>CP required</td><td>12.40 ns</td></tr>
<tr><td>Number of cells on the worst reg-to-reg path</td><td>45</td></tr>
<tr><td>Kind of launch point of the worst setup path</td><td>input port</td></tr>
<tr><td>FF-to-FF Start</td><td>u_dec.pm_cur[2][1]</td></tr>
<tr><td>Kind of end point of the critical path</td><td>flop</td></tr>
<tr><td>CP peak stage delay</td><td>0.48 ns</td></tr>
<tr><td>Critical path endpoint</td><td>u_dec.bit_out</td></tr>
<tr><td>Worst r2r dst</td><td>u_dec.bit_out</td></tr>
<tr><td>Maximum fanout encountered on the critical timing path</td><td>7</td></tr>
<tr><td>Type of the setup path with the least slack</td><td>input port to flop</td></tr>
<tr><td>Worst setup path start</td><td>dec_rx_sym[0]</td></tr>
<tr><th colspan="2">Finish</th></tr>
<tr><td>Commonest Layout Cell</td><td>nor2_1</td></tr>
<tr><td>Total non-filler cell area in the finished layout</td><td>roughly 0.021 sq mm</td></tr>
<tr><td>Syn-to-layout area delta</td><td>19.8%</td></tr>
<tr><td>Most frequent logic cells in the routed design</td><td>nor2_1, dfxtp_1, nand2_1</td></tr>
<tr><td>Layout cells sized above 1</td><td>0.143</td></tr>
<tr><th colspan="2">Drt</th></tr>
<tr><td>Violation tally from detailed-route iteration zero</td><td>~830</td></tr>
<tr><td>Post-route DRC violation count</td><td>0</td></tr>
<tr><td>Total wirelength of the detailed-routed design</td><td>47,100 microns</td></tr>
<tr><td>Count of antenna diodes in the layout</td><td>0</td></tr>
<tr><td>Via-per-instance ratio</td><td>5.43</td></tr>
<tr><td>Number of nets with antenna violations after detailed routing</td><td>0</td></tr>
<tr><td>Vias</td><td>15,495</td></tr>
<tr><td>Per-cell routed wire length</td><td>16.5 microns</td></tr>
<tr><td>DRT Pass-1 Iters</td><td>5</td></tr>
<tr><th colspan="2">Clocking</th></tr>
<tr><td>H-tree depth</td><td>1</td></tr>
<tr><td>Root buffer cell</td><td>clkbuf_16</td></tr>
<tr><td>Clock slew at reported path FFs</td><td>0.06 ns</td></tr>
<tr><td>Maximum buffer depth of the clock tree</td><td>3</td></tr>
<tr><td>Number of clock sinks</td><td>~250</td></tr>
<tr><td>Count of hold-fix buffers inserted at cts</td><td>0</td></tr>
<tr><td>Insertion delay of the later-clocked pin in the worst-skew pair</td><td>0.58 ns</td></tr>
<tr><td>CTS buffer count</td><td>30</td></tr>
<tr><td>TritonCTS clock tree</td><td>done</td></tr>
<tr><th colspan="2">Yosys</th></tr>
<tr><td>Sequential fraction of the synthesis area</td><td>0.298</td></tr>
<tr><td>Count of flip-flops with a built-in enable after synthesis</td><td>0</td></tr>
<tr><td>Synthesis warning total</td><td>8</td></tr>
<tr><td>Multiplexer fraction of the synthesized cell area</td><td>0.0737</td></tr>
<tr><td>Largest family of logic cells by area</td><td>simple AND/OR/NAND/NOR gates</td></tr>
<tr><td>Xor/xnor share</td><td>0.0806</td></tr>
<tr><td>Aoi/oai-family share of the synthesized area</td><td>0.142</td></tr>
<tr><td>Cell count after synthesis</td><td>between 2,000 and 2,500</td></tr>
<tr><td>Main flop type after synthesis</td><td>dfxtp_1</td></tr>
<tr><td>Share of synthesized registers carrying an async set or reset</td><td>0.147</td></tr>
<tr><td>Area reported by Yosys stat</td><td>0.0175 sq mm</td></tr>
<tr><td>And+or+nand+nor area frac</td><td>0.254</td></tr>
<tr><td>Post-synthesis register bit count</td><td>around 250</td></tr>
<tr><td>Number of cell instances after yosys synthesis</td><td>2,235</td></tr>
<tr><td>Mapped Avg Cell Area</td><td>7.83 sq um</td></tr>
<tr><td>Number of distinct library cells after synthesis</td><td>84</td></tr>
<tr><td>Fraction of the mapped netlist area in adder cells</td><td>0.0983</td></tr>
<tr><td>Cell area after technology mapping</td><td>0.0175 sq mm</td></tr>
<tr><th colspan="2">Timing</th></tr>
<tr><td>Slew at the pin closest to its max-slew limit</td><td>0.884 ns</td></tr>
<tr><td>Setup skew after layout</td><td>0.0296 ns</td></tr>
<tr><td>Number of setup violations in the final report</td><td>0</td></tr>
<tr><td>Highest Clock Rate</td><td>88.4 MHz</td></tr>
<tr><td>Max_slew headroom</td><td>0.405</td></tr>
<tr><td>Final hold violation count</td><td>0</td></tr>
<tr><td>Final Cycle Share</td><td>0.950</td></tr>
<tr><td>Max-slew violations</td><td>0</td></tr>
<tr><td>Clock period minus final worst setup slack</td><td>11.31 ns</td></tr>
<tr><th colspan="2">Placed design</th></tr>
<tr><td>PortBufs</td><td>between 70 and 80</td></tr>
<tr><td>Post-DP HPWL</td><td>35,500 microns</td></tr>
<tr><td>RD Place Congestion</td><td>1.00</td></tr>
<tr><td>Placed cell area</td><td>between 0.015 and 0.02 sq mm</td></tr>
<tr><th colspan="2">Run</th></tr>
<tr><td>Tool Warnings</td><td>35</td></tr>
<tr><td>Max-capacitance violation count</td><td>0</td></tr>
<tr><th colspan="2">Global routing</th></tr>
<tr><td>Number of antenna violations at the first check in global routing</td><td>0</td></tr>
<tr><td>Global routing met2 resource utilization</td><td>0.426</td></tr>
<tr><td>Highest-utilization routing layer at the global route stage</td><td>met2</td></tr>
<tr><td>M3 GR Usage</td><td>0.0399</td></tr>
<tr><td>Wire length of the first global-routing pass</td><td>75,800 microns</td></tr>
<tr><td>Total congestion overflow after global routing</td><td>0</td></tr>
<tr><td>Overall routing resource usage</td><td>0.273</td></tr>
<tr><td>Vias in the first global route</td><td>approximately 14,000</td></tr>
<tr><td>Pin count of the biggest net entering global routing</td><td>77</td></tr>
<tr><td>Met1 Resource Use GR</td><td>0.409</td></tr>
<tr><th colspan="2">Power</th></tr>
<tr><td>Register share of total power</td><td>0.155</td></tr>
<tr><td>Leak Pwr</td><td>8.99 nW</td></tr>
<tr><td>PwrDens</td><td>336 mW/mm^2</td></tr>
<tr><td>Max VDD drop</td><td>349 uV</td></tr>
<tr><td>Cell internal pwr</td><td>3.82 mW</td></tr>
<tr><td>Overall power</td><td>roughly 7 mW</td></tr>
<tr><td>Combinational share of power</td><td>0.710</td></tr>
<tr><td>Fraction of power spent switching nets</td><td>0.457</td></tr>
<tr><td>Clock group share of total power</td><td>0.135</td></tr>
<tr><td>Net Sw Power</td><td>3.22 mW</td></tr>
<tr><th colspan="2">Floorplan</th></tr>
<tr><td>Die W</td><td>189 microns</td></tr>
<tr><td>Number of placed I/O pins</td><td>78</td></tr>
<tr><td>Standard cell core area</td><td>approximately 0.034 sq mm</td></tr>
<tr><td>Die span in y</td><td>189 microns</td></tr>
<tr><td>Initial standard-cell utilization of the core</td><td>0.508</td></tr>
<tr><td>Cell row count</td><td>just under 70</td></tr>
<tr><td>Chip area</td><td>0.0357 sq mm</td></tr>
<tr><th colspan="2">Status</th></tr>
<tr><td>Run status</td><td>completed</td></tr>
<tr><th colspan="2">Min path</th></tr>
<tr><td>Worst hold-check path type</td><td>flop to flop</td></tr>
</table>
-- cell usage after synthesis (5+ instances only) --
| cell | instances | share of area |
|---|---|---|
| inv_1 | 78 | 0.017 |
| buf_1 | 9 | 0.0019 |
| dfxtp_1 | 214 | 0.24 |
| or2_2 | 5 | 0.0018 |
| nor4_1 | 19 | 0.0068 |
| xnor2_1 | 75 | 0.038 |
| dfrtp_1 | 37 | 0.053 |
| o31ai_1 | 6 | 0.0026 |
| a22oi_1 | 5 | 0.0021 |
| and2_1 | 24 | 0.0086 |
| nor3_1 | 35 | 0.010 |
| mux2_2 | 15 | 0.0097 |
| buf_2 | 22 | 0.0063 |
| o21a_1 | 18 | 0.0077 |
| o211ai_1 | 13 | 0.0056 |
| and4_1 | 15 | 0.0075 |
| and3_1 | 32 | 0.011 |
| nand3_1 | 97 | 0.028 |
| xor2_1 | 86 | 0.043 |
| nand2b_1 | 22 | 0.0079 |
| or4_1 | 6 | 0.0026 |
| nor2b_1 | 21 | 0.0075 |
| a21oi_1 | 123 | 0.035 |
| mux2i_1 | 107 | 0.061 |
| clkbuf_1 | 118 | 0.025 |
| nor2_1 | 337 | 0.072 |
| a211oi_1 | 45 | 0.019 |
| a21o_1 | 23 | 0.0099 |
| ha_1 | 131 | 0.094 |
| nand2_1 | 209 | 0.045 |
| o21ai_0 | 97 | 0.028 |
| or3_1 | 28 | 0.010 |
| a31oi_1 | 21 | 0.0075 |
| nand4_1 | 60 | 0.021 |
-- worst max-delay path, delay by kind of cell --
kind / cells / cell delay, ns
AND-OR/OR-AND: 23 / 3.47
XOR/XNOR: 1 / 0.14
adder cells (fa/ha/maj): 6 / 1.74
buffers and inverters: 9 / 1.63
multiplexers: 1 / 0.36
AND/OR/NAND/NOR: 9 / 2.09
-- cell families (layout without fill, tap and decap cells) --
family,count (synthesis),in the layout
compound gates,393,393
mux,125,125
flops,251,251
simple gates,934,934
buf+inv,236,397
fa+ha+maj,135,135
xor+xnor,161,161
-- metal layers --
metal	share of wire	vias to the layer above
li1	-	8085
met3	0.050	80
met2	0.45	293
met4	0.028	0
met5	0	-
met1	0.47	7037
-- repair_timing --
item / CTS / global route
pin swaps: 1 / 27
setup endpoints to repair: 1 / 1
setup buffers: 0 / 5
resized: 6 / 76
-- power groups by stage --
stage	Combinational (mW)	Sequential, mW	Clock [mW]
4_1_cts	4.84	1.09	0.974
6_report	5.00	1.09	0.949
5_1_grt	5.61	1.11	1.01
-- how the worst min path moves through the flow --
stage / to / depth (start not counted) / slack [ns] / start
final: enc_payload_cnt[12] / 0 / 0.37 / enc_payload_cnt[12]
after global routing: enc_payload_cnt[17] / 0 / 0.38 / enc_payload_cnt[17]
after CTS: enc_payload_cnt[12] / 0 / 0.37 / enc_payload_cnt[12]
-- stage by stage --
step	hold slack (ns)	TNS, ns	instances	setup slack, ns	util
finish	0.368	0	2851	0.592	0.608
global route	0.381	-0.0170	2851	-0.0170	0.608
CTS	0.374	0	2846	0.0284	0.599
detailed placement	0.360	-0.697	2790	-0.697	0.568
global placement	0.358	-0.644	2790	-0.644	0.568
floorplan	0.421	0	2235	0.133	-
-- area by class of cell --
type	instances	area (sq um)
clock buffers	40	838
clock inverters	16	196
fillers	3032	13500
inverters	79	297
multi-input cells	1748	11700
flip-flops and latches	251	5210
well taps	455	569
repair buffers	262	2200
-- flip-flops by register name (all words and copies together), names as in the netlist --
signal               count
u_ber.bits_compared     32
u_ber.bit_errors        32
u_dec.bit_valid          1
u_enc.d0                 1
u_dec.pm_cur            64
u_dec.sym_count         32
u_ber.ref_pipe          12
u_enc.d1                 1
u_enc.y0                 1
u_dec.path_reg_cur      39
u_enc.out_valid          1
enc_payload_cnt         32
u_enc.y1                 1
u_ber.done               1
u_dec.bit_out            1
Power figures rest on the tool's default switching activity, not on a simulated workload.
